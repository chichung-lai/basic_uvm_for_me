## flow/run.sh

```bash
#!/bin/bash
# OpenROAD 26Q1-2900-gdf79404cd8, Yosys 0.63+post, stock flow scripts
make -C /OpenROAD-flow-scripts/flow DESIGN_CONFIG=/design/flow/config.mk WORK_HOME=/design/flow/orfs finish
```

## flow/config.mk

```make
export PLATFORM = sky130hd
export DESIGN_NAME = router
export DESIGN_NICKNAME = router
export VERILOG_FILES = /design/flow/design.v
export SDC_FILE = /design/flow/constraint.sdc
export NUM_CORES = 4
export LEC_CHECK = 1
export CORE_UTILIZATION = 30
```

## flow/constraint.sdc

```tcl
current_design router

set clk_period 1.0
set clk_io_pct 0.2

create_clock -name clk0 -period $clk_period [get_ports {clock}]

set non_clock_inputs [all_inputs -no_clocks]
set_input_delay [expr $clk_period * $clk_io_pct] -clock clk0 $non_clock_inputs
set_output_delay [expr $clk_period * $clk_io_pct] -clock clk0 [all_outputs]
```

## flow/design.v

```verilog
module router(
  input reset_n,
  input clock,
  input [15:0] frame_n,
  input [15:0] valid_n,
  input [15:0] din,
  output reg [15:0] dout,
  output reg [15:0] busy_n,
  output reg [15:0] valido_n,
  output reg [15:0] frameo_n);
always@(posedge clock)
begin
  if (!reset_n)begin
    dout <= 16'hFFFF;
    frameo_n <= 16'b0;
    valido_n <= 16'b0;
    busy_n <= 16'b0;
  end
  else
  begin
    busy_n <= 16'hFFFF;
    frameo_n <= frame_n;
    valido_n <= valid_n;
    dout <= din;
  end
end
endmodule
```

==> notes.md <==
Numbers from the implementation run.

The run finished, with violations left. The checks that failed: negative setup slack. The area fraction of the dominant cell type after synthesis is 0.6871. Per Yosys stat, the portion of area used by sequential elements is 0.6871. The total congestion overflow after global routing is 0. Timing would allow up to 841.3 MHz. The first global-routing pass estimated between 5000 and 6000 µm of wire. The critical path in the final layout is reported with a setup slack of -188.6 ps. The chip area is 5039 µm². The startpoint type of the worst setup path is a flip-flop. The remaining antenna violation count after routing is 0.

The combinational cell area excluding buffers and inverters is 300.3 µm². The via count is 1099. The report lists the number of standard-cell rows as 24.

The post-place setup slack is -140.6 ps. The average via count per standard cell is about 4.0. The maximum level of the CTS H-tree is 2. The number of violations reported at the end of detailed-routing iteration 0 is 54.

The number of antenna violations at the first check in global routing came to 0. The max-cap violation count is 0. The antenna diode count is 0. The placer congestion estimate is 0.7657. The post-route fraction of the period consumed by the critical path is 1.189. The overall die height is between 70 and 80 µm.

The highest supply drop recorded on VDD is 0.9253 mV. In the global route stage, overall resource usage came out at 0.1379. Warnings reported by Yosys during synthesis add up to 1. By startpoint and endpoint, the worst setup path is classified as flip-flop to output port. The detailed-routing iteration count for the pre-antenna-repair pass is 20.

Hold-check failures listed in the final report amount to 0. Across the whole layout, storage elements account for between 1000 and 1500 µm². In the synthesized netlist, the number of instances is 117. After detailed routing, the total wire length is about 3300 µm.

Measured along the x axis, the die boundary spans 70.99 µm. Across all stage logs, warnings added up to 27. The total of buffers placed on input and output ports is 113.

The count of unique library cells instantiated by Yosys is 6. At the floorplan stage, the core utilization is reported as 0.3191. Entering global routing, the biggest net connects 50 pins. Setup repair after global routing could not meet its margin everywhere. The average instance in the mapped netlist occupies 12.20 µm². STA puts the critical path data required time at 800 ps. Per the synth log, the flip-flop and latch total comes to 49.

The number of global-route vias before repair is approximately 1.0k. The layout overhead on the synthesized area is 68.97%. The leading area contributor after synthesis is sky130_fd_sc_hd__dfxtp_1. At the end of the flow the core is filled with cells to 0.5392. The root buffer selected by CTS is sky130_fd_sc_hd__clkbuf_8. The pin slew with the least headroom to its limit is roughly 170 ps.

The power density of the placed cells is 1548 nW/µm². Max fanout on the critical path was recorded as 7. Endpoints with negative setup slack in the final report add up to 16.

The per-cell routed wire length is roughly 12 µm. CTS added clock buffers totalling 5. Checking max transition, the worst relative margin is 0.8889.

The CTS tree is built. The critical path endpoint category is an output port. The share of final-layout standard cells stronger than drive strength 1 is 0.4356. The boundary pin count is 114. The tightest min-delay check is of the primary input to flip-flop type. For reference, the top cells by area after synthesis are sky130_fd_sc_hd__dfxtp_1 69%, sky130_fd_sc_hd__and2_1 14%, sky130_fd_sc_hd__buf_4 8.9%. The number of fillers in the final layout is 400. The mapped netlist covers 1428 µm². The core box area is 4474 µm². The maximum buffer depth of the clock tree is 2. For the worst setup path, the data arrival time is between 900 and 1000 ps.

The area recorded from the Yosys report for this design is 1428 µm². The shortest clock period the worst path allows after layout is 1189 ps. Yosys stat counts 117 cells in the synthesized netlist.

The number of clock sinks came to a little under 50. The total power of the final layout is 0.003735 W. The number of max-slew violations in the final report is 0. The routed layout reports a DRC error count of 0.

The leakage component of the power is 1.100 nW. The clock-pin slew of the registers on the worst-case setup and hold paths is approximately 80 ps.
-- cell usage after synthesis --
cell                       number
sky130_fd_sc_hd__dfxtp_1       49
sky130_fd_sc_hd__and2_1        32
sky130_fd_sc_hd__buf_6          1
sky130_fd_sc_hd__nand2b_1      16
sky130_fd_sc_hd__buf_4         17
sky130_fd_sc_hd__clkbuf_1       2
-- critical path, cell delays in order, from the launching register on --
cell and delay [ps]:
sky130_fd_sc_hd__dfxtp_4 360, sky130_fd_sc_hd__buf_6 130, sky130_fd_sc_hd__buf_6 110, sky130_fd_sc_hd__buf_2 100
-- stage by stage --
stage	std cells	hold WS, ps	area (µm²)	TNS (ps)
final	277	457.0	2412	-2094
after global routing	277	445.5	2412	-2806
after CTS	279	449.5	2636	-4069
after detailed placement	264	759.7	2517	-8087
after global placement	264	759.7	2517	-7910
after floorplan	117	227.7	1428	0
-- where the power goes --
| part | total [W] | internal [W] | leakage, nW | switching (W) |
|---|---|---|---|---|
| Sequential | 0.00209 | 0.00206 | 0.411 | 0.0000266 |
| Combinational | 0.000431 | 0.000338 | 0.634 | 0.0000935 |
| Clock | 0.00122 | 0.000625 | 0.0542 | 0.000592 |
-- cell usage in the layout (no fill, tap or decap) --
master / synthesis / routed
sky130_fd_sc_hd__clkinv_2: 0 / 1
sky130_fd_sc_hd__buf_12: 0 / 2
sky130_fd_sc_hd__dfxtp_2: 0 / 19
sky130_fd_sc_hd__clkbuf_8: 0 / 7
sky130_fd_sc_hd__buf_6: 1 / 9
sky130_fd_sc_hd__buf_2: 0 / 19
sky130_fd_sc_hd__clkdlybuf4s50_1: 0 / 49
sky130_fd_sc_hd__clkbuf_2: 0 / 40
sky130_fd_sc_hd__dfxtp_1: 49 / 29
sky130_fd_sc_hd__dfxtp_4: 0 / 1
sky130_fd_sc_hd__and2_1: 32 / 32
sky130_fd_sc_hd__clkdlybuf4s15_1: 0 / 1
sky130_fd_sc_hd__nand2b_1: 16 / 16
-- logic make-up after synthesis --
| logic type | Yosys count | share of synthesized area |
|---|---|---|
| buffers and inverters | 20 | 0.1025 |
| and+or+nand+nor | 48 | 0.2103 |
| DFF | 49 | 0.6871 |
-- routing by layer --
| layer | track usage | vias up | share of wire |
|---|---|---|---|
| li1 | - | 546 | - |
| met1 | 0.1965 | 478 | 0.41 |
| met2 | 0.2019 | 72 | 0.43 |
| met3 | 0.06647 | 3 | 0.16 |
| met4 | 0.02000 | 0 | 0.0063 |
| met5 | 0 | - | 0 |
-- final timing paths --
kind,startpoint,end,slack [ps],cells after the start
worst min-delay path,din[12],dout[12],460,2
worst max-delay path,busy_n[14],busy_n[15],-190,3
-- registers in the layout, indices dropped and copies added, names as in the netlist --
signal    flops
valido_n     16
dout         16
busy_n        1
frameo_n     16
-- final cells by class --
class	instances	area share
clock buffers	7	0.03994
clock inverters	1	0.002075
multi-input cells	48	0.1245
flip-flops and latches	49	0.4181
well taps	52	0.02697
repair buffers	120	0.3885
-- timing repair --
item                                    4_1_cts  5_1_grt
pin swaps                                     0        0
resized                                     170       55
buffers inserted                              6        0
endpoints found under the setup margin       64       56
hold buffers                                  0        0
cloned                                        1        0
Power is estimated from default activity; no workload was simulated.
